### config.mk
export PLATFORM = sky130hd
export DESIGN_NAME = branch_predictor
export DESIGN_NICKNAME = branch_predictor
export VERILOG_FILES = /design/flow/design.v
export SDC_FILE = /design/flow/constraint.sdc
export NUM_CORES = 4
export LEC_CHECK = 1
export CORE_UTILIZATION = 40
### constraint.sdc
current_design branch_predictor

set clk_period 760.2
set clk_io_pct 0.2

create_clock -name clk0 -period $clk_period [get_ports {clk}]

set non_clock_inputs [all_inputs -no_clocks]
set_input_delay [expr $clk_period * $clk_io_pct] -clock clk0 $non_clock_inputs
set_output_delay [expr $clk_period * $clk_io_pct] -clock clk0 [all_outputs]
### design.v
module branch_predictor (
    input clk,
    input reset,
    input [31:0] pc,
    input branch_taken,
    input [31:0] branch_target,
    output reg prediction,
    output [31:0] predicted_pc
);
    reg [1:0] prediction_state [0:1023];   
    integer i;
    initial begin
        for (i = 0; i < 1024; i = i + 1) begin
            prediction_state[i] = 2'b01;   
        end
    end
    always @(*) begin
        prediction = prediction_state[pc[11:2]][1];   
    end
    assign predicted_pc = prediction ? (pc + branch_target) : (pc + 4);
    always @(posedge clk or posedge reset) begin
        if (reset) begin
            for (i = 0; i < 1024; i = i + 1) begin
                prediction_state[i] <= 2'b01;
            end
        end else begin
            if (branch_taken) begin
                if (prediction_state[pc[11:2]] != 2'b11) begin
                    prediction_state[pc[11:2]] <= prediction_state[pc[11:2]] + 1;
                end
            end else begin
                if (prediction_state[pc[11:2]] != 2'b00) begin
                    prediction_state[pc[11:2]] <= prediction_state[pc[11:2]] - 1;
                end
            end
        end
    end
endmodule
### run.sh
#!/bin/bash
# OpenROAD 26Q1-2900-gdf79404cd8, Yosys 0.63+post, stock flow scripts
make -C /OpenROAD-flow-scripts/flow DESIGN_CONFIG=/design/flow/config.mk WORK_HOME=/design/flow/orfs finish
==> flow_summary.yaml <==
# yosys + openroad results
global_route:
  grt_usage: 0.913
  grt.overflow.total: 3980
  grt_pass1_wl_um: 1860000
  grt_pass1_vias: 178000
  grt_max_degree: 126
synth:
  ys_chip_area_sq_mm: 0.122
  compound_area_frac: 0.390
  netlist_area_sq_mm: 0.122
  ys_sh_simple: 0.117
  numSynthFlops: 2048
  ys_warn_count: 2
  synth_xor_xnor_area_share: 0.00402
  synth_cells: 13000
  edf_count: 0
  ff_type: "dfstp_2"
  mux_share: 0.00143
  async_reset_ff_frac: 1.00
  synth-seq-area-share: 0.430
  top_cells_by_area: "dfstp_2 (22%), dfrtp_1 (21%), a21oi_1 (13%), o2bb2ai_1 (6.9%), a221oi_2 (5.8%)"
  yosys.area.top_type: "dfstp_2"
  syn-mean-instance-area_sq_um: 9.38
  yosys_cells: 13000
  top_cells_by_count: "a21oi_1 (3140), dfrtp_1 (1024), dfstp_2 (1024), o2bb2ai_1 (964), clkbuf_1 (792)"
  ys_sh_adder: 0.00375
  yosysUniqueCellTypes: 92
  synth_top_cell_by_count: "a21oi_1"
  logic_family: "AND-OR/OR-AND gates"
  yosysTopAreaCellShare: 0.220
floorplan:
  row_count: 202
  ios: 100
  dieWidth_um: 554
  fp.dieH_um: 554
  fp_util: 0.403
clock_network:
  cts-root-buf: "clkbuf_16"
  hold_buffers: 0
  cts.sinks: 2048
  numCtsBuffers: 239
  cts_max_level: 4
  cts_post_setup_buffers_inserted: 0
  cts.path.max_buffers: 4
  cts.repair.resized: 0
status:
  error: "[ERROR GRT-0116] Global routing finished with congestion. Check the congestion regions in the DRC Viewer."
  status: "stopped before the end"
  lastStage: "global routing"
placement:
  place.gp.congestion: 1.53
  portBuffers: 99
  placed_area_sq_mm: 0.135
  dp_hpwl_um: 834000
  dp.cells: 17200
## metal layers
| metal | overflow | global-route usage |
|---|---|---|
| met1 | 694 | 0.915 |
| met2 | 1546 | 0.961 |
| met3 | 700 | 0.885 |
| met4 | 946 | 0.871 |
| met5 | 94 | 0.797 |
## logic make-up after synthesis
logic type                 Yosys count
AOI/OAI and AO/OA                 6648
xor gates and xnor gates            56
adders and majority gates           36
buffers and inverters             1464
DFF                               2048
muxes                               17
and+or+nand+nor                   2742
## metrics by stage
| stage | hold slack, ps | util | setup slack, ps | total power, mW |
|---|---|---|---|---|
| floorplan | 494 | - | 452570 | 0.135 |
| global placement | 504 | 0.444 | 446590 | 0.156 |
| detailed placement | 508 | 0.444 | 447240 | 0.157 |
| CTS | 520 | 0.472 | 447190 | 0.281 |
Power figures rest on the tool's default switching activity, not on a simulated workload.
