<file path="./design.v">
module cpu_top (
    input clk,
    input reset,
    output [31:0] pc_out
);
    wire [31:0] if_pc, if_instruction;
    wire if_valid;
    wire [31:0] id_pc, id_instruction;
    wire [31:0] id_rs1_data, id_rs2_data, id_imm;
    wire [4:0] id_rd;
    wire [6:0] id_opcode;
    wire [2:0] id_funct3;
    wire [6:0] id_funct7;
    wire id_valid;
    wire [31:0] ex_alu_result;
    wire [4:0] ex_rd;
    wire ex_valid;
    wire [31:0] mem_data;
    wire [4:0] mem_rd;
    wire mem_valid;
    wire wb_valid;
    wire pc_stall, if_stall, id_stall, ex_stall, mem_stall;
    wire branch_taken;
    wire [31:0] branch_target;
    if_stage IF (
        .clk(clk),
        .reset(reset),
        .stall(pc_stall),
        .flush(branch_taken),
        .branch_target(branch_target),
        .branch_taken(branch_taken),
        .pc(if_pc),
        .instruction(if_instruction),
        .if_valid(if_valid)
    );
    id_stage ID (
        .clk(clk),
        .reset(reset),
        .pc_in(if_pc),
        .instruction_in(if_instruction),
        .pc_out(id_pc),
        .instruction_out(id_instruction),
        .rs1_data(id_rs1_data),
        .rs2_data(id_rs2_data),
        .imm(id_imm),
        .rd(id_rd),
        .opcode(id_opcode),
        .funct3(id_funct3),
        .funct7(id_funct7),
        .id_valid(id_valid)
    );
    ex_stage EX (
        .clk(clk),
        .reset(reset),
        .pc(id_pc),
        .rs1_data(id_rs1_data),
        .rs2_data(id_rs2_data),
        .imm(id_imm),
        .opcode(id_opcode),
        .funct3(id_funct3),
        .funct7(id_funct7),
        .alu_result(ex_alu_result),
        .branch_taken(branch_taken),
        .branch_target(branch_target),
        .ex_valid(ex_valid)
    );
    mem_stage MEM (
        .clk(clk),
        .reset(reset),
        .alu_result_in(ex_alu_result),
        .alu_result_out(mem_data),
        .mem_valid(mem_valid)
    );
    wb_stage WB (
        .clk(clk),
        .reset(reset),
        .mem_data(mem_data),
        .wb_valid(wb_valid)
    );
    assign pc_out = if_pc;
endmodule
module ex_stage (
    input clk,
    input reset,
    input [31:0] pc,
    input [31:0] rs1_data,
    input [31:0] rs2_data,
    input [31:0] imm,
    input [6:0] opcode,
    input [2:0] funct3,
    input [6:0] funct7,
    output reg [31:0] alu_result,
    output reg branch_taken,
    output reg [31:0] branch_target,
    output reg ex_valid
);
    always @(*) begin
        alu_result = 32'h0;
        branch_taken = 1'b0;
        branch_target = pc + imm;
        case (opcode)
            7'b0110011: begin  
                case (funct3)
                    3'b000: alu_result = (funct7[5] ? (rs1_data - rs2_data) : (rs1_data + rs2_data));
                    3'b001: alu_result = rs1_data << rs2_data[4:0];
                    3'b010: alu_result = ($signed(rs1_data)) < $signed(rs2_data) ? 32'h1 : 32'h0;
                    3'b011: alu_result = rs1_data < rs2_data ? 32'h1 : 32'h0;
                    3'b100: alu_result = rs1_data ^ rs2_data;
                    3'b101: alu_result = rs1_data >> rs2_data[4:0];
                    3'b110: alu_result = rs1_data | rs2_data;
                    3'b111: alu_result = rs1_data & rs2_data;
                endcase
            end
            7'b0010011: begin  
                case (funct3)
                    3'b000: alu_result = rs1_data + imm;
                    3'b001: alu_result = rs1_data << imm[4:0];
                    3'b010: alu_result = ($signed(rs1_data)) < $signed(imm) ? 32'h1 : 32'h0;
                    3'b011: alu_result = rs1_data < imm ? 32'h1 : 32'h0;
                    3'b100: alu_result = rs1_data ^ imm;
                    3'b101: alu_result = funct7[5] ? ($signed(rs1_data)) >>> imm[4:0] : (rs1_data >> imm[4:0]);
                    3'b110: alu_result = rs1_data | imm;
                    3'b111: alu_result = rs1_data & imm;
                endcase
            end
            7'b1100011: begin  
                case (funct3)
                    3'b000: branch_taken = (rs1_data == rs2_data);
                    3'b001: branch_taken = (rs1_data != rs2_data);
                    3'b100: branch_taken = ($signed(rs1_data)) < $signed(rs2_data);
                    3'b101: branch_taken = ($signed(rs1_data)) >= $signed(rs2_data);
                    3'b110: branch_taken = (rs1_data < rs2_data);
                    3'b111: branch_taken = (rs1_data >= rs2_data);
                endcase
            end
            7'b1101111: begin  
                alu_result = pc + 4;
                branch_taken = 1'b1;
                branch_target = pc + imm;
            end
            7'b1100111: begin  
                alu_result = pc + 4;
                branch_taken = 1'b1;
                branch_target = rs1_data + imm;
            end
            default: alu_result = 32'h0;
        endcase
    end
    always @(posedge clk or posedge reset) begin
        if (reset) begin
            ex_valid <= 1'b0;
        end else begin
            ex_valid <= 1'b1;
        end
    end
endmodule
module id_stage (
    input clk,
    input reset,
    input [31:0] pc_in,
    input [31:0] instruction_in,
    output reg [31:0] pc_out,
    output reg [31:0] instruction_out,
    output [31:0] rs1_data,
    output [31:0] rs2_data,
    output [31:0] imm,
    output reg [4:0] rd,
    output reg [6:0] opcode,
    output reg [2:0] funct3,
    output reg [6:0] funct7,
    output reg id_valid
);
    reg [31:0] registers [0:31];
    assign imm = (opcode == 7'b0010011) ? {{20{instruction_in[31]}}, instruction_in[31:20]} :   
                 (opcode == 7'b0100011) ? {{20{instruction_in[31]}}, instruction_in[31:25], instruction_in[11:7]} :   
                 (opcode == 7'b1100011) ? {{20{instruction_in[31]}}, instruction_in[7], instruction_in[30:25], instruction_in[11:8], 1'b0} :   
                 32'h0;
    assign rs1_data = (instruction_in[19:15] == 5'b0) ? 32'h0 : registers[instruction_in[19:15]];
    assign rs2_data = (instruction_in[24:20] == 5'b0) ? 32'h0 : registers[instruction_in[24:20]];
    always @(posedge clk or posedge reset) begin
        if (reset) begin
            pc_out <= 32'h0;
            instruction_out <= 32'h0;
            opcode <= 7'h0;
            funct3 <= 3'h0;
            funct7 <= 7'h0;
            rd <= 5'h0;
            id_valid <= 1'b0;
        end else begin
            pc_out <= pc_in;
            instruction_out <= instruction_in;
            opcode <= instruction_in[6:0];
            funct3 <= instruction_in[14:12];
            funct7 <= instruction_in[31:25];
            rd <= instruction_in[11:7];
            id_valid <= 1'b1;
        end
    end
endmodule
module if_stage (
    input clk,
    input reset,
    input stall,
    input flush,
    input [31:0] branch_target,
    input branch_taken,
    output reg [31:0] pc,
    output [31:0] instruction,
    output reg if_valid
);
    reg [31:0] pc_next;
    reg [31:0] imem [0:1023];   
    initial begin
        imem[0] = 32'h00a00093;
        imem[1] = 32'h00508113;
        imem[2] = 32'h002081b3;
        imem[3] = 32'hfe718ce3;
        imem[4] = 32'h00000013;
    end
    always @(posedge clk or posedge reset) begin
        if (reset) begin
            pc <= 32'h00000000;
            if_valid <= 1'b0;
        end else if (flush) begin
            pc <= branch_target;
            if_valid <= 1'b0;
        end else if (!stall) begin
            pc <= pc_next;
            if_valid <= 1'b1;
        end
    end
    always @(*) begin
        if (branch_taken)
            pc_next = branch_target;
        else
            pc_next = pc + 4;
    end
    assign instruction = imem[pc[11:2]];   
endmodule
module mem_stage (
    input clk,
    input reset,
    input [31:0] alu_result_in,
    input [31:0] rs2_data_in,
    input [2:0] funct3_in,   
    input mem_read_in,
    input mem_write_in,
    output reg [31:0] alu_result_out,
    output reg [31:0] mem_data_out,
    output reg mem_valid,
    output [31:0] mem_address,
    output [31:0] mem_write_data,
    output mem_read_req,
    output mem_write_req,
    input [31:0] mem_read_data,
    input mem_ready
);
    reg [7:0] dmem [0:1023];   
    reg [31:0] loaded_data;
    assign mem_address = alu_result_in;
    assign mem_write_data = rs2_data_in;
    assign mem_read_req = mem_read_in;
    assign mem_write_req = mem_write_in;
    always @(*) begin
        case (funct3_in)
            3'b000: loaded_data = {{24{dmem[alu_result_in[9:0]][7]}}, dmem[alu_result_in[9:0]]};   
            3'b001: loaded_data = {{16{dmem[alu_result_in[9:0]+1][7]}}, dmem[alu_result_in[9:0]+1], dmem[alu_result_in[9:0]]};   
            3'b010: loaded_data = {dmem[alu_result_in[9:0]+3], dmem[alu_result_in[9:0]+2], 
                                 dmem[alu_result_in[9:0]+1], dmem[alu_result_in[9:0]]};   
            3'b100: loaded_data = {24'h0, dmem[alu_result_in[9:0]]};   
            3'b101: loaded_data = {16'h0, dmem[alu_result_in[9:0]+1], dmem[alu_result_in[9:0]]};   
            default: loaded_data = 32'h0;
        endcase
    end
    always @(posedge clk) begin
        if (mem_write_in && mem_ready) begin
            case (funct3_in)
                3'b000: begin   
                    dmem[alu_result_in[9:0]] <= rs2_data_in[7:0];
                end
                3'b001: begin   
                    dmem[alu_result_in[9:0]] <= rs2_data_in[7:0];
                    dmem[alu_result_in[9:0]+1] <= rs2_data_in[15:8];
                end
                3'b010: begin   
                    dmem[alu_result_in[9:0]] <= rs2_data_in[7:0];
                    dmem[alu_result_in[9:0]+1] <= rs2_data_in[15:8];
                    dmem[alu_result_in[9:0]+2] <= rs2_data_in[23:16];
                    dmem[alu_result_in[9:0]+3] <= rs2_data_in[31:24];
                end
            endcase
        end
    end
    always @(posedge clk or posedge reset) begin
        if (reset) begin
            alu_result_out <= 32'h0;
            mem_data_out <= 32'h0;
            mem_valid <= 1'b0;
        end else begin
            alu_result_out <= alu_result_in;
            mem_data_out <= mem_read_in ? loaded_data : 32'h0;
            mem_valid <= 1'b1;
        end
    end
endmodule
module wb_stage (
    input clk,
    input reset,
    input [31:0] mem_data,
    output reg wb_valid
);
    always @(posedge clk or posedge reset) begin
        if (reset) begin
            wb_valid <= 1'b0;
        end else begin
            wb_valid <= 1'b1;
        end
    end
endmodule
</file>
<file path="./run.sh">
#!/bin/bash
# OpenROAD 26Q1-2900-gdf79404cd8, Yosys 0.63+post, stock flow scripts
make -C /OpenROAD-flow-scripts/flow DESIGN_CONFIG=/design/flow/config.mk WORK_HOME=/design/flow/orfs finish
</file>
<file path="./constraint.sdc">
current_design cpu_top

set clk_period 15.1
set clk_io_pct 0.2

create_clock -name clk0 -period $clk_period [get_ports {clk}]

set non_clock_inputs [all_inputs -no_clocks]
set_input_delay [expr $clk_period * $clk_io_pct] -clock clk0 $non_clock_inputs
set_output_delay [expr $clk_period * $clk_io_pct] -clock clk0 [all_outputs]
</file>
<file path="./config.mk">
export PLATFORM = sky130hd
export DESIGN_NAME = cpu_top
export DESIGN_NICKNAME = cpu_top
export VERILOG_FILES = /design/flow/design.v
export SDC_FILE = /design/flow/constraint.sdc
export NUM_CORES = 4
export LEC_CHECK = 1
export CORE_UTILIZATION = 40
export SYNTH_MEMORY_MAX_BITS = 65536
</file>
==> reports/metrics.csv <==
metric;value;unit
Peak Freq;0.230;GHz
leakage;2.11;nW
Synth area leaders;dfrtp_1 45%, ha_1 12%, o21ai_0 5.2%;
most frequent cells in the layout;68 x dfrtp_1, 48 x nand2_1, 39 x o21ai_0;
cells resized by post-CTS repair;0;
Post-CTS Setup Bufs;0;
Final ANT Viol Nets;0;
Synth Seq Share;45.1;%
critical path type;flip-flop to primary output;
initial antenna violation count;0;
sequential share of power;51.3;%
R2R Setup Slk;11.01;ns
die area;0.00983;mm^2
cts bufs inserted;9;
CP Cell Sequence;clkdlybuf4s50_1;
Tool Warnings;29;
Final GP Congestion;0.850;
Comb gate area;0.00198;mm^2
CP max stage delay;0.51;ns
clock-pin transition on the worst setup and hold timing paths;0.07;ns
layout cells sized above 1;6.10;%
Switching Share;20.0;%
Core Area;0.00920;mm^2
Synth Cell Area;0.00377;mm^2
buffers and inverters on the worst path;1;
DR WL/cell;13.8;um
CTS root buf;clkbuf_8;
clock latency on the worst-skew pair;0.34;ns
cell family with most CP delay;buffers and inverters;
setup violators final;0;
Vias/cell;5.31;
Starting Density;41.0;%
first-pass GRT wire length;13.1;mm
peak supply drop;0.0000477;V
Slew Viols, Final;0;
RSZ-0062 raised after global routing;false;
height of the die;99.1;um
crit path time final;4.36;ns
Ports;34;
number of enable flip-flop cells;0;
Critical Path AT;1.34;ns
Slew Limit Headroom;46.6;%
drt initial violations;101;
Total Wirelength;7.42;mm
Finished Core Util;48.4;%
Final period util;28.8;%
total area of sequential cells;0.00170;mm^2
CTS tree;yes;
crit end category;primary output;
Die W;99.1;um
internal power;284;uW
CP required;12.08;ns
Crit Path Max Fanout;7;
vias in the first global route;2723;
Avg Cell Area, Syn;9.75;um^2
Hold Buf Count CTS;0;
Tot Pwr;355;uW
flops out of synthesis;68;
pwr dens;79.8;mW/mm^2
worst min path class;flip-flop to flip-flop;
critical path launch point type;flip-flop;
Tot GR Track Use;17.0;%
YS chip area;0.00377;mm^2
drt drc;0;
sw power;71.1;uW
CP max stage cell;clkdlybuf4s50_1;
largest net degree at the start of global routing;56;
Clock power frac;47.2;%
via count;2851;
worst-margin pin slew;0.802;ns
clock buffer depth;2;
CTS HTree Levels;3;
FILL cells;866;
Core Rows;35;
most numerous logic cell after layout;dfrtp_1;
status;finished clean;
Top-area cell share;45.1;%
post-synthesis cell type count;49;
biggest area consumer among synthesized cells;dfrtp_1;
setup TNS;0;ns
Setup Skew;0.00872;ns
I/O Buffers;33;
Sink Count;68;
drt first pass iters;4;
main flop type;dfrtp_1;
dpl hpwl;5.11;mm
ANT cells;0;
Comb pwr share;1.5;%
endpoints failing hold;0;
Ys Warns;6;
yosys cell count;387;
GRT Residual Overflow;0;
Syn Inst Count;387;
Post-synth ARST share;100;%
P&R area growth vs syn;17.9;%
max-cap viol count;0;
-- cell usage after synthesis, types with 2 or more instances --
| cell type | number |
|---|---|
| a31oi_1 | 2 |
| xor2_1 | 10 |
| and3_1 | 5 |
| nor2_1 | 18 |
| dfrtp_1 | 68 |
| ha_1 | 36 |
| a21oi_1 | 28 |
| nand2_1 | 48 |
| o211ai_1 | 3 |
| o21bai_1 | 3 |
| nand3b_1 | 3 |
| nor3_1 | 9 |
| a21o_1 | 9 |
| xnor2_1 | 14 |
| inv_1 | 14 |
| and2_1 | 3 |
| a21boi_0 | 2 |
| nand3_1 | 9 |
| mux2_2 | 2 |
| o21ai_1 | 2 |
| o21a_1 | 7 |
| o31ai_1 | 4 |
| nand4_1 | 5 |
| buf_1 | 2 |
| o31a_1 | 2 |
| clkbuf_1 | 10 |
| nor2b_1 | 7 |
| a211oi_1 | 3 |
| o21ai_0 | 39 |
-- path summary, 6_finish.rpt --
path / to / from / cells after the start
setup / recovery: pc_out[4] / IF.pc[4]$_DFFE_PP0N_ / 1
hold / removal: ID.pc_out[27]$_DFF_PP0_ / IF.pc[27]$_DFFE_PP0N_ / 0
setup reg to reg: IF.pc[27]$_DFFE_PP0N_ / IF.pc[4]$_DFFE_PP0N_ / 13
hold reg to reg: ID.pc_out[27]$_DFF_PP0_ / IF.pc[27]$_DFFE_PP0N_ / 0
max in group asynchronous: ID.pc_out[13]$_DFF_PP0_ / reset / 3
min in group asynchronous: ID.opcode[1]$_DFF_PP0_ / reset / 2
-- worst reg2reg max path, cell delays in order, from the launching register on --
cell      delay, ns
dfrtp_1        0.47
inv_1          0.15
ha_1           0.20
inv_1          0.08
a21oi_2        0.59
ha_1           0.42
a21o_1         0.23
a221oi_4       0.37
and3_1         0.26
a211oi_1       0.11
a41o_1         0.33
a311oi_1       0.44
xor2_1         0.19
o21ai_0        0.10
-- area by class of cell --
cell class	instances	share of cell area, %
sequential	68	38.2
clock inverter	4	1.63
tap	111	3.12
timing repair buffer	36	7.93
inverter	14	1.18
multi-input combinational	293	44.5
clock buffer	11	3.40
-- metrics by stage --
stage	area [um^2]	hold slack (ns)	setup slack, ns	instances
3_5_place_dp	4230	0.382	10.65	522
3_3_place_gp	4230	0.384	10.68	522
2_1_floorplan	3770	0.350	10.37	387
6_report	4450	0.397	10.74	537
4_1_cts	4450	0.398	10.74	537
5_1_grt	4450	0.410	10.67	537
-- metal layers --
layer | wire (um) | global-route usage (%) | up-vias
li1 | - | - | 1458
met1 | 3740 | 27.6 | 1351
met2 | 3380 | 25.7 | 36
met3 | 237 | 3.57 | 6
met4 | 61 | 1.36 | 0
met5 | 0 | 0 | -
-- state kept, by name, summed over array words and instances, names as in the netlist --
signal / cells
ID.opcode: 4
ID.pc_out: 32
IF.pc: 32
-- cells by family after synthesis --
group | share of synthesized area (%)
DFF | 45.1
adders and majority gates | 12.5
AOI/OAI and AO/OA | 19.8
muxes | 0.597
other | 0.0993
xor gates and xnor gates | 5.57
buffers and inverters | 2.59
and+or+nand+nor | 13.8
-- power by group through the flow --
stage	registers (mW)	logic [mW]	clock network (mW)
CTS	0.182	0.00562	0.173
global route	0.182	0.00638	0.180
finish	0.182	0.00523	0.168
No activity file was given, so power comes from the tool's default toggle rates.
